### ./run.sh
#!/bin/bash
# OpenROAD 26Q1-2900-gdf79404cd8, Yosys 0.63+post, stock flow scripts
make -C /OpenROAD-flow-scripts/flow DESIGN_CONFIG=/design/flow/config.mk WORK_HOME=/design/flow/orfs finish
### ./config.mk
export PLATFORM = sky130hd
export DESIGN_NAME = register_bank
export DESIGN_NICKNAME = register_bank
export VERILOG_FILES = /design/flow/design.v
export SDC_FILE = /design/flow/constraint.sdc
export NUM_CORES = 4
export LEC_CHECK = 1
export CORE_UTILIZATION = 40
### ./constraint.sdc
current_design register_bank

set clk_period 11.2
set clk_io_pct 0.2

create_clock -name clk0 -period $clk_period [get_ports {clk}]

set non_clock_inputs [all_inputs -no_clocks]
set_input_delay [expr $clk_period * $clk_io_pct] -clock clk0 $non_clock_inputs
set_output_delay [expr $clk_period * $clk_io_pct] -clock clk0 [all_outputs]
### ./design.v
module register_bank(
	clk 	,
	rst_n	,   
	reg_we	,
	rs1		,   
	rs2		,   
	rd		,   
	rd_val	,   
	rs1_val	,   
	rs2_val	    
);
	input  rst_n, clk, reg_we;  
	input  [4:0]	rs1, rs2, rd;
	input  [31:0] rd_val;
	output [31:0]	rs1_val;
	output [31:0]	rs2_val;
	reg [31:0] regFile[0:31];  
	assign rs1_val = (rs1 == 5'b0) ? 32'b0 : regFile[rs1];
	assign rs2_val = (rs2 == 5'b0) ? 32'b0 : regFile[rs2];
	integer j;
	always @ (negedge clk) 
	begin 
		if ( !rst_n ) 
			begin
				for (j=0; j < 32; j=j+1) 
					begin
							regFile[j] <= 32'b0;  
					end
			end 
		else
			begin
				if(reg_we)
				begin
					regFile[rd] <= rd_val;
				end
			end
	end
endmodule
==> impl_metrics.py <==
# Flow results
metrics = {
    "clock_tree": {
        "clk_path_buf_depth": 3,
        "clockRootBuffer": "clkbuf_16",
        "clock-sinks": 1024,
        "cts_tree": "yes",
        "clkTransAtPathRegs_ns": 0.03,
        "cts.htree.levels": 3,
        "cts_made_buffers": 112,
    },
    "placement": {
        "portBuffers": 113,
        "dpl-instance-area_sq_um": 58470,
        "dp_hpwl_mm": 105.0,
        "gp_congestion": 0.9199,
    },
    "power": {
        "p_leak_nw": 26.67,
        "switching_share_pct": 29.02,
        "power_density_nw_per_um2": 167.0,
        "clock_power_share_pct": 48.3,
        "max-vdd-ir-drop_mv": 0.1335,
        "p_int_mw": 7.856,
        "power.total_mw": 11.07,
        "p_switching_mw": 3.212,
        "pwr-share-comb_pct": 10.5,
        "seqPwrFrac_pct": 41.2,
    },
    "global_route": {
        "grt_max_degree": 87,
        "grt_pass1_vias": 40790,
        "overflow": 0,
        "grt_antenna_before_repair": 8,
        "grtUsageMet3_pct": 24.48,
        "grt_pass1_wl_mm": 260.1,
        "busiest_layer": "met2",
        "use_met2_pct": 41.13,
        "grt_usage_pct": 29.19,
        "grt_util_met1_pct": 31.88,
    },
    "layout": {
        "area_delta_synth_final_pct": 21.80,
        "final_util_pct": 49.40,
        "fin_area_sq_um": 66270,
        "reg_top3": "regFile x1024",
        "largest_reg_flops": 1024,
        "top_register": "regFile",
        "drive_gt1_share_pct": 20.47,
    },
    "synthesis": {
        "ys.flop_type": "edfxtp_1",
        "edf_count": 1024,
        "ys.flops": 1024,
        "syn_area_per_cell_sq_um": 15.33,
        "ys_warn_count": 1,
        "yosysUniqueCellTypes": 40,
        "synth_area_sq_um": 54400,
        "synthCells": 3550,
        "ys_cells": 3550,
        "async_reset_ff_share_pct": 0,
        "ys_seq_share_pct": 56.52,
        "synth_chip_area_sq_um": 54400,
    },
    "critical_path": {
        "worst_path_largest_cell_delay_ns": 0.60,
        "critPathCapture": "rs2_val[24]",
        "required_ns": 8.96,
        "worstPathMaxFanout": 2,
        "setup.worst_path.start": "regFile[10][24]$_SDFFCE_NN0P_",
        "cp_cell_sequence": "mux4_2, a22o_1, a2111oi_1, buf_4, nor3_1, clkdlybuf4s50_1",
        "arrival_ns": 8.88,
        "worstSetupEndpointType": "output pin",
        "cp-start-kind": "flop",
        "worstSetupPathType": "flop to output pin",
        "crit_slowest_cell": "a2111oi_1",
    },
    "run": {
        "maxCapViolations": 0,
        "tool_warnings": 1028,
    },
    "final_timing": {
        "worst_pin_slew_ns": 1.012,
        "holdWs_ns": 5.705,
        "finalHoldViolCount": 0,
        "finalSetupTns_ns": 0,
        "slew_headroom_pct": 32.14,
        "slew_viol_final": 0,
        "finalSetupViolations": 0,
        "rsz0062_at_grt": "no",
    },
    "die": {
        "io_pins": 114,
        "fp_util_pct": 40.56,
        "die_w_um": 370.8,
        "fp.coreArea_sq_um": 134100,
        "die_y_um": 370.8,
        "die_area_sq_um": 137500,
        "rows": 134,
    },
    "run_status": {
        "outcome": "finished, final reports clean",
    },
    "min_path": {
        "hp-class": "primary input to output pin",
    },
    "drt": {
        "drcViolationCount": 0,
        "via_count": 36330,
        "avgViaCountPerCell": 5.632,
        "ant_nets": 0,
        "drt_pre_antenna_iters": 5,
        "drtIter0Drc": 1841,
        "avgRoutedWirePerCell_um": 28.20,
        "wl_mm": 181.9,
    },
}
[per-stage QoR]
step / cells / setup slack [ns]
after floorplan: 3550 / -0.2507
after global placement: 5224 / 0.6903
after detailed placement: 5224 / 0.7506
after CTS: 6447 / 0.005789
after global routing: 6447 / 0.008842
final: 6451 / 0.07772
[area by class of cell]
class / count / area (sq um)
fill: 11150 / 67860
sequential: 1024 / 30750
multi-input combinational: 2131 / 22530
clock inverter: 1108 / 4841
timing repair buffer: 299 / 3014
clock buffer: 116 / 2903
tap: 1768 / 2212
antenna: 4 / 10.01
inverter: 1 / 3.754
[Yosys cell counts, types with 3 or more instances]
library cell	instances	share of area, %
and2_1	1028	12
edfxtp_1	1024	57
mux4_2	470	19
clkbuf_1	276	1.9
mux2i_1	152	2.8
o22ai_1	82	0.94
buf_2	55	0.51
nor3_1	52	0.48
a22o_1	48	0.77
a211oi_1	43	0.59
nor2_1	38	0.26
mux2_2	37	0.77
o21ai_0	32	0.29
buf_4	31	0.43
a2111oi_0	28	0.45
o221ai_1	26	0.42
buf_1	17	0.12
nor2b_1	17	0.20
a22oi_1	14	0.19
buf_6	14	0.29
nand2_1	13	0.090
a21oi_1	7	0.064
nand2b_1	6	0.069
a21o_1	4	0.055
a221oi_1	4	0.064
a32o_1	4	0.074
nand3b_1	4	0.055
nor4_1	4	0.046
or3_1	3	0.035
or3b_2	3	0.048
[cell usage in the layout, fill, tap and decap left out, types with 5 or more instances in the layout]
cell type	count
a2111oi_0	14
a2111oi_1	11
a211oi_1	42
a21oi_1	7
a22o_1	48
a22oi_1	14
and2_1	1027
buf_12	38
buf_4	150
bufinv_16	23
clkbuf_16	116
clkdlybuf4s50_1	104
clkinvlp_2	22
edfxtp_1	1024
inv_1	1052
inv_4	7
mux2_2	37
mux2i_1	152
mux4_2	470
nand2_1	13
nand2b_1	6
nor2_1	5
nor2_2	8
nor2_4	25
nor2b_1	15
nor3_1	51
o21ai_4	32
o221ai_1	26
o22ai_1	82
[worst min-delay path by stage]
| stage | startpoint | end | cells past startpoint |
|---|---|---|---|
| after CTS | rs1[3] | rs1_val[11] | 6 |
| after global routing | rs2[1] | rs2_val[15] | 4 |
| final | rs2[1] | rs2_val[15] | 4 |
[power by group through the flow]
| stage | Clock, mW | Sequential, mW | Combinational (mW) |
|---|---|---|---|
| 5_1_grt | 5.92 | 4.58 | 1.23 |
| 6_report | 5.34 | 4.56 | 1.16 |
| 4_1_cts | 5.50 | 4.56 | 1.15 |
[critical path: cells and delay by family, from the launching register on]
family                 cells  cell delay, ns
buffers and inverters      2            0.69
muxes                      1            0.47
and+or+nand+nor            1            0.12
AOI/OAI and AO/OA          2            0.90
DFF                        1            0.39
[routing by layer]
| layer | wire length [um] | share of wire [%] |
|---|---|---|
| met1 | 58240 | 32 |
| met2 | 85080 | 47 |
| met3 | 32090 | 18 |
| met4 | 6183 | 3.4 |
| met5 | 312 | 0.17 |
[cells by family (layout without fill, tap and decap cells)]
| kind of cell | after synthesis | count (layout) | share of synthesized area (%) |
|---|---|---|---|
| AOI/OAI and AO/OA | 294 | 294 | 3.965 |
| DFF | 1024 | 1024 | 56.52 |
| buffers and inverters | 395 | 1524 | 3.259 |
| and+or+nand+nor | 1178 | 1178 | 13.24 |
| muxes | 659 | 659 | 23.02 |
| other | 0 | 4 | 0 |
[what timing repair did]
item	CTS	global route
hold buffers	0	0
setup endpoints to repair	4	13
resized	4	14
buffers inserted	0	0
No activity file was given, so power comes from the tool's default toggle rates.
